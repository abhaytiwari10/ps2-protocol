==> run.sh <==
#!/bin/bash
# OpenROAD 26Q1-2900-gdf79404cd8, Yosys 0.63+post, stock flow scripts
make -C /OpenROAD-flow-scripts/flow DESIGN_CONFIG=/design/flow/config.mk WORK_HOME=/design/flow/orfs finish
==> config.mk <==
export PLATFORM = sky130hd
export DESIGN_NAME = ps2_rx
export DESIGN_NICKNAME = ps2_rx
export VERILOG_FILES = /design/flow/design.v
export SDC_FILE = /design/flow/constraint.sdc
export NUM_CORES = 4
export LEC_CHECK = 1
export CORE_AREA = 10 10 87 87
export DIE_AREA = 0 0 97 97
==> constraint.sdc <==
current_design ps2_rx

set clk_period 4.0
set clk_io_pct 0.2

create_clock -name clk0 -period $clk_period [get_ports {ps2c}]

set non_clock_inputs [all_inputs -no_clocks]
set_input_delay [expr $clk_period * $clk_io_pct] -clock clk0 $non_clock_inputs
set_output_delay [expr $clk_period * $clk_io_pct] -clock clk0 [all_outputs]
==> design.v <==
`timescale 1ns / 1ps
module down_counter(
input ps2c,
input ce,
output [3:0] count
    );
    reg [3:0] count_out = 4'b1011;
    assign count = count_out;
    always @ (negedge ps2c)
    begin
    if(!ce)
    count_out <= 4'b1011;
    else
    count_out <= count_out - 1'b1;
    end
endmodule
`timescale 1ns / 1ps
module parity_check(
input parity,
input [7:0] data,
output valid
    );
    logic [6:0] check_p;
   always_comb begin
   check_p[0] = data[0] ^ data[1];
   check_p[1] = check_p[0] ^ data[2]; 
   check_p[2] = check_p[1] ^ data[3]; 
   check_p[3] = check_p[2] ^ data[4];
   check_p[4] = check_p[3] ^ data[5];
   check_p[5] = check_p[4] ^ data[6];
   check_p[6] = check_p[5] ^ data[7];
   end 
   assign valid = (parity == check_p[6]);
endmodule
`timescale 1ns / 1ps
module ps2_rx(
input reset,
input ps2d,
input ps2c,
output valid,
output  logic [7:0] d_out
    );
 logic ce;
 logic [3:0] count;
 logic [10:0] dp_reg;
 logic parity;
 always_ff @ (negedge ps2c, posedge reset)
 begin
 if(reset)
 ce <= 1'b0;
 else
 if(count != 'b0) 
 ce <= 1'b1;
 end
 always_comb
 begin
 if(valid)
 d_out = dp_reg[8:1];
 else
 d_out = 8'b0;
 end
 down_counter DC (.ps2c(ps2c),.ce(ce),.count(count));
 sipo_11bit   DT (.ps2c(ps2c),.ps2d(ps2d),.ce(ce),.dp_reg(dp_reg));
 parity_check PC (.parity(parity),.data(dp_reg[8:1]),.valid(valid));
 assign parity = dp_reg[9];
endmodule
`timescale 1ns / 1ps
module sipo_11bit(
input ps2c,
input ps2d,
input ce,
output [10:0] dp_reg
    );
    logic [10:0] dp = 'b0;
 always_ff @ (negedge ps2c)
 begin 
 if(!ce)
  dp <= dp;
 else
  dp <= {ps2d,dp[8:1]};
 end
 assign dp_reg = dp;
endmodule
==> flow_metrics.py <==
# Auto-generated metrics
metrics = {
    "power_and_ir_drop": {
        "pwr-share-clk_pct": 36.6,
        "p_switching_w": 0.000120,
        "p_leak_nw": 0.438,
        "power_density_nw_per_um2": 454,
        "ir_drop_mv": 0.140,
        "internal-power_w": 0.000309,
        "seqPwrFrac_pct": 35.2,
        "pwr-share-comb_pct": 28.2,
        "netSwitchingFraction_pct": 28.0,
    },
    "route": {
        "dr.pass1.iters": 2,
        "drc": 0,
        "drt-total-wl_um": 1300,
        "drt-vias-per-instance": 2.77,
        "wl_met3_um": 25,
        "antennaDiodeCount": 0,
        "wl_met1_um": 619,
        "wl_per_cell_um": 8.69,
        "drt_iter0_drc": 38,
        "final_antenna_net_count": 0,
        "highest_layer": "met4",
        "via_count": 412,
        "dr_wl_met2_um": 590,
    },
    "placed_design": {
        "portBuffers": 11,
        "hpwlAfterDp_um": 891,
        "place_area_sq_um": 818,
        "gp_routability_congestion": 0.638,
    },
    "timing": {
        "slew_violations": 0,
        "fin_ws_ps": -797,
        "slew_headroom_pct": 70.0,
        "rsz0062_at_grt": "yes",
        "tightest_slew_ps": 449,
        "setup_viol": 9,
        "whs_ps": 415,
        "fin_worst_skew_ps": 52.6,
        "hold_viol": 0,
        "finalSetupTns_ps": -6420,
    },
    "setup_path": {
        "cp_max_fo": 3,
        "worstSetupEndpointType": "output port",
        "cp.required_ps": 3200,
        "rr_worst_depth": 1,
        "worst-r2r-setup-slack_ps": 2760,
        "r2r-start": "ce$_DFFE_NP0P_",
        "reg2reg_to": "ce$_DFFE_NP0P_",
        "worst_ep_arrival_time_ps": 4000,
        "criticalPathCategory": "flip-flop to output port",
        "cp-start-kind": "flip-flop",
    },
    "finish": {
        "logic_area_sq_um": 241,
        "design_area_sq_um": 947,
        "largest_register_ffs": 8,
        "lay_top_count": "inv_1",
        "fillCellCount": 602,
        "fin_util_pct": 16.8,
        "syn2layout_area_growth_pct": 69.0,
        "layout_top_cells": "inv_1 (15), edfxtp_1 (8), buf_2 (8), buf_4 (8)",
        "ff_latch_area_sq_um": 345,
        "drive_gt1_share_pct": 39.0,
    },
    "cts": {
        "cts_root_buf": "clkbuf_8",
        "clkTransAtPathRegs_ps": 40,
        "cts-htree-levels": 1,
        "cts_tree": "yes",
        "cts_inserted_buffers": 3,
        "clock_sinks": 13,
        "clock_latency_ps": 310,
        "cts_buffer_depth": 2,
    },
    "grt": {
        "grt_pass1_wl_um": 2230,
        "grt_pass1_vias": 467,
        "grt_max_degree": 14,
        "grt_overflow_total": 0,
        "antenna_found_initial": 0,
        "grt_usage_pct": 2.74,
    },
    "synthesis": {
        "synth_chip_area_sq_um": 561,
        "ys_seq_share_pct": 61.6,
        "area_leaders": "edfxtp_1 (43%), dfxtp_1 (14%), xnor3_1 (8.0%)",
        "ys_cells": 40,
        "numSynthFlops": 13,
        "synth_top_area_share_pct": 42.9,
        "synth_cell_type_count": 15,
        "synthCells": 40,
        "synth_area_sq_um": 561,
        "yosysWarnings": 4,
        "syn_area_per_cell_sq_um": 14.0,
        "yosysTopAreaCell": "edfxtp_1",
    },
    "die": {
        "dieArea_sq_um": 9410,
        "core_sq_um": 5640,
        "row_count": 27,
        "dieHeight_um": 97,
        "initCoreUtil_pct": 9.94,
        "die_x_um": 97,
        "ioPinCount": 12,
    },
    "run": {
        "cap_violations": 0,
        "log.warning_count": 41,
    },
    "min_path": {
        "hold_end": "ce$_DFFE_NP0P_",
        "hold_path_class": "flip-flop to flip-flop",
        "whs_path_depth": 1,
        "min_from": "DC.count_out[3]$_SDFF_NN1_",
    },
    "outcome": {
        "status": "finished with violations",
        "violations": "setup timing",
    },
}
## final cells by class
cell class,count,area share [%]
repair buffers,22,17.4
inverters,4,1.59
multi-input cells,22,25.5
clock buffers,3,4.36
well taps,72,9.51
clock inverters,13,5.15
flip-flops and latches,13,36.5
## how the worst max path moves through the flow
| stage | from | to |
|---|---|---|
| 6_report | DT.dp[7]$_DFFE_NP_ | d_out[3] |
| 5_1_grt | DT.dp[3]$_DFFE_NP_ | d_out[3] |
| 4_1_cts | DT.dp[3]$_DFFE_NP_ | d_out[3] |
## per-layer routing
layer	vias up	global-route usage, %
met3	2	1.00
li1	208	-
met4	0	1.69
met2	8	3.83
met5	-	0
met1	194	3.48
## worst max-delay path, cell delays in order, from the launching register on
cell and delay [ps]:
edfxtp_1 400, xnor2_1 190, xnor3_1 460, ha_4 280, buf_6 130, nor2b_1 120, buf_2 120
## cells by family (layout without fill, tap and decap cells)
group | count (synthesis) | count (layout) | share of synthesized area (%)
and+or+nand+nor | 13 | 13 | 14.3
xor gates and xnor gates | 5 | 5 | 12.7
buffers and inverters | 5 | 42 | 3.35
DFF | 13 | 13 | 61.6
AOI/OAI and AO/OA | 1 | 1 | 1.34
adders and majority gates | 3 | 3 | 6.70
## synthesized netlist by cell type
cell type,number
and2_1,1
dfrtn_1,1
dfxtp_1,4
edfxtp_1,8
ha_1,3
inv_1,5
nand2_1,2
nand3_1,1
nor2b_1,7
o31ai_1,1
or4_1,1
or4b_1,1
xnor2_1,2
xnor3_1,2
xor2_1,1
## power groups by stage
stage | logic, W | clock network (W) | registers (W)
4_1_cts | 0.000101 | 0.000163 | 0.000151
6_report | 0.000121 | 0.000157 | 0.000151
5_1_grt | 0.000132 | 0.000187 | 0.000151
## stage by stage
step / worst slack (ps) / total power, W / std cells
2_1_floorplan: -121 / 0.000203 / 40
3_3_place_gp: -713 / 0.000266 / 129
3_5_place_dp: -731 / 0.000266 / 129
4_1_cts: -796 / 0.000415 / 147
5_1_grt: -894 / 0.000470 / 149
6_report: -797 / 0.000430 / 149
## repair_timing
action / 4_1_cts / 5_1_grt
endpoints found under the setup margin: 9 / 9
hold endpoints to repair: 0 / 0
gates resized: 31 / 9
hold buffers: 0 / 0
pin swaps: 2 / 1
setup buffers: 3 / 2
Power figures rest on the tool's default switching activity, not on a simulated workload.
